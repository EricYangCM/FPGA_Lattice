**flow/design.v**
```verilog
module DMX_Tx #(
    parameter CLK_FREQ = 12090000,   
    parameter BAUD_RATE = 250000      
)(
    input wire clk,                
    input wire rst_n,              
    input wire enable,             
    input wire [9:0] num_bytes,    
	input wire [7:0] EBR_Data,			 
    input wire [1:0] mode_select,  
    output reg tx,                 
    output reg busy,                
	output reg [9:0] EBR_Addr,			 
	output reg TP
);
    localparam integer BIT_TIME = CLK_FREQ / BAUD_RATE;   
	localparam integer BREAK_TIME = (CLK_FREQ / 1000000) * 100;   
    localparam integer MAB_TIME   = (CLK_FREQ / 1000000) * 20;    
    reg [31:0] packet_timer;
    always @(*) begin
        case (mode_select)
            2'b00: packet_timer = CLK_FREQ / 10;   
            2'b01: packet_timer = CLK_FREQ / 20;   
            2'b10: packet_timer = CLK_FREQ / 30;   
            2'b11: packet_timer = CLK_FREQ / 40;   
            default: packet_timer = CLK_FREQ / 40;
        endcase
    end
    reg [15:0] counter;
    reg [31:0] packet_counter;
    reg [5:0] state;
    reg [7:0] shift_reg;
    reg [9:0] byte_index;   
    reg [3:0] bit_index;
    reg start_tx;
	always @(posedge clk or negedge rst_n) begin
		if (!rst_n) begin
			packet_counter <= 0;
			start_tx <= 0;
		end else if (enable) begin
			if (packet_counter > packet_timer) begin
					start_tx <= 1;
					packet_counter <= 0;   
			end else begin
				packet_counter <= packet_counter + 1;  
				start_tx <= 0;	 
			end
		end
	end
    always @(posedge clk or negedge rst_n) begin
        if (!rst_n) begin
            state <= 0;
            tx <= 1;
            busy <= 0;
            counter <= 0;
            byte_index <= 0;
            bit_index <= 0;
            shift_reg <= 0;
        end else begin
            case (state)
                0: begin
                    if (start_tx) begin
						state <= 1;
                        busy <= 1;
                        counter <= 0;
                        byte_index <= 0;
						bit_index <= 0;
						EBR_Addr <= 0;   
                    end
                end
                1: begin  
                    tx <= 0;
                    if (counter < BREAK_TIME) counter <= counter + 1;
                    else begin
                        counter <= 0;
                        state <= 2;
                    end
                end
                2: begin  
                    tx <= 1;
                    if (counter < MAB_TIME) counter <= counter + 1;
                    else begin
                        counter <= 0;
                        shift_reg <= EBR_Data;   
						EBR_Addr <= EBR_Addr + 1;	 
                        state <= 3;
                    end
                end
                3: begin  
                    if (counter < BIT_TIME) counter <= counter + 1;
                    else begin
                        counter <= 0;
                        tx <= 0;   
                        state <= 4;
                    end
                end
                4: begin  
                    if (counter < BIT_TIME) counter <= counter + 1;
                    else begin
                        counter <= 0;
                        tx <= shift_reg[0];
                        shift_reg <= shift_reg >> 1;
                        bit_index <= bit_index + 1;
                        if (bit_index == 8) begin
                            bit_index <= 0;
							tx <= 1;		 
                            byte_index <= byte_index + 1;
                            state <= 5;
                        end
						TP <= !TP;
                    end
                end
                5: begin  
                    if (counter < BIT_TIME) counter <= counter + 1;
                    else begin
                        counter <= 0;
                        if (byte_index < num_bytes) begin
                            shift_reg <= EBR_Data;   
							EBR_Addr <= EBR_Addr + 1;	 
                            state <= 3;   
                        end else begin
                            busy <= 0;
                            state <= enable ? 0 : 6;
                        end
                    end
                end
                6: begin  
                    tx <= 1;
                    state <= 0;
                end
                default: state <= 0;
            endcase
        end
    end
endmodule
```
**flow/run.sh**
```bash
#!/bin/bash
# OpenROAD 26Q1-2900-gdf79404cd8, Yosys 0.63+post, stock flow scripts
make -C /OpenROAD-flow-scripts/flow DESIGN_CONFIG=/design/flow/config.mk WORK_HOME=/design/flow/orfs finish
```
**flow/config.mk**
```make
export PLATFORM = sky130hd
export DESIGN_NAME = DMX_Tx
export DESIGN_NICKNAME = DMX_Tx
export VERILOG_FILES = /design/flow/design.v
export SDC_FILE = /design/flow/constraint.sdc
export NUM_CORES = 4
export LEC_CHECK = 1
export CORE_UTILIZATION = 40
```
**flow/constraint.sdc**
```tcl
current_design DMX_Tx

set clk_period 5.6
set clk_io_pct 0.2

create_clock -name clk0 -period $clk_period [get_ports {clk}]

set non_clock_inputs [all_inputs -no_clocks]
set_input_delay [expr $clk_period * $clk_io_pct] -clock clk0 $non_clock_inputs
set_output_delay [expr $clk_period * $clk_io_pct] -clock clk0 [all_outputs]
```
==> GITHUB_STEP_SUMMARY <==
### Yosys + OpenROAD results

| Metric | Value |
|---|---|
| Post-CTS Setup Bufs | `0` |
| Global-route wire length before repair | `18300 um` |
| Max-Slew Margin vs Limit | `48.5%` |
| Final setup margin | `1710 ps` |
| Routed length on met1 | `5140 um` |
| Met2 wire length | `4600 um` |
| Fmax | `0.257 GHz` |
| Seq/Total Area, Yosys | `43.2%` |
| GRT Total Usage | `16.3%` |
| Element type at the critical path end | `register` |
| Clk slew on worst S/H paths | `60 ps` |
| Slew Viols, Final | `0` |
| Detailed Route Iter0 Violations | `191` |
| Cell Type Count | `55` |
| PD cells | `305 nW/um^2` |
| Antenna viol nets, final | `0` |
| DR WL/cell | `13.1 um` |
| Endpoints failing hold | `0` |
| Xor/xnor share | `8.26%` |
| Ant diodes | `0` |
| Cells in synth_stat.txt | `565` |
| Lkg Pwr | `2.82 nW` |
| Congestion Overflow GR | `0` |
| Synth top area cells | `dfrtp_1 (36%), ha_1 (9.3%), edfxtp_1 (6.1%)` |
| DRC viols | `0` |
| Hpwl dp | `7480 um` |
| Die Area | `14000 um^2` |
| PostCTS Resize Cnt | `0` |
| CP Class | `in2reg` |
| Clock root cell | `clkbuf_16` |
| Chip width | `118 um` |
| Met3 WL | `442 um` |
| Hold crit path type | `reg2reg` |
| Max Cap Viol | `0` |
| CTS tree | `done` |
| CP max FO | `17` |
| Top Layer Used | `met4` |
| Vias | `4095` |
| Pre-antenna DRT Iters | `4` |
| Layout cell share with drive strength beyond 1 | `5.45%` |
| Port bufs | `35` |
| Share of the core filled with cells | `46.8%` |
| Post-synthesis simple-gate area fraction | `21.6%` |
| Placed Cells | `766` |
| Post-layout min period | `3890 ps` |
| Ports | `36` |
| Synth-to-Final Area Change | `14.3%` |
| Dpl ws | `1370 ps` |
| Stage-log warning count | `32` |
| Worst Skew | `8.30 ps` |
| Final setup TNS | `0 ps` |
| Bufs and invs on worst path | `4` |
| CTS sink count | `91` |
| Number of CTS-inserted buffers | `9` |
| Count of library flops with an enable pin | `11` |
| Top-area cell share | `36.1%` |
| YS chip area | `5410 um^2` |
| Critical path's top delay family | `buffers and inverters` |
| Hold buffer count at CTS | `0` |
| Vias in the first global route | `3830` |
| Synth Cell Area | `5410 um^2` |
| RSZ-0062 raised after global routing | `false` |
| Clk latency late pin | `340 ps` |
| Largest register by flop count | `packet_counter` |
| Logic family by area | `simple AND/OR/NAND/NOR gates` |
| Placed inst area | `5900 um^2` |
| Post-Synthesis Cells | `565` |
| Yosys Warn Count | `1` |
| Crit-path cells | `clkdlybuf4s50_1, inv_1, ha_1, inv_1, ha_1, nand4_1, a211oi_2, o21ai_0, nand4_1, and3_1, buf_4, nor3_1` |
| Total Wirelength | `10300 um` |
| Synthesized flop and latch total | `91` |
| Core area | `13200 um^2` |
| Vias/cell | `5.24` |
| Largest net degree at the start of global routing | `61` |
| Fin cells | `782` |
| Syn Area/Cell | `9.57 um^2` |
| Top_reg_cell synth | `dfrtp_1` |
| Floorplan utilization | `41.0%` |
| Worst-margin pin slew | `770 ps` |
| DIE HEIGHT | `118 um` |
| Commonest cells post-synth | `nor2_1 (88), dfrtp_1 (78), ha_1 (40)` |
| # rows | `42` |
| Complex Gates by Area | `11.8%` |
| Cell with the most instances after synthesis | `nor2_1` |
| Design area | `6180 um^2` |
| Mux cell area share | `1.90%` |
| Critical path arrival | `4110 ps` |
| Synth area leader | `dfrtp_1` |
| Critical Path RT | `5820 ps` |
| Status | `completed` |
| Gpl congestion | `0.927` |
| Final period util | `69.5%` |
| Slowest CP cell | `and3_1` |
| Initial antenna violation count | `0` |
| H-tree levels | `3` |
| Yosys adder share | `9.25%` |
| Post-synthesis async set-or-reset flop share | `87.9%` |
| Final setup fails | `0` |
| Peak supply drop | `0.219 mV` |
| Critical Path Start Type | `input port` |
| Slowest stage delay, CP | `550 ps` |
| Max reg flops | `32` |
| Largest registers | `packet_counter x32, counter x16` |
| Clock Path Buffers | `2` |
power breakdown:
part | leakage, nW | total [mW] | switching, mW | internal (mW)
Combinational | 1.52 | 0.458 | 0.249 | 0.209
Clock | 0.139 | 0.558 | 0.252 | 0.306
Sequential | 1.16 | 0.869 | 0.101 | 0.767
layer usage:
metal / vias to the layer above / GRT usage, %
met4: 0 / 1.44
met3: 7 / 3.10
met2: 75 / 25.1
met5: - / 0
met1: 1929 / 25.8
li1: 2084 / -
final cells by class:
class | count | area [um^2]
repair buffers | 40 | 385
clock buffers | 10 | 229
inverters | 27 | 101
multi-input cells | 432 | 2860
well taps | 176 | 220
clock inverters | 6 | 47.5
fillers | 1199 | 7010
flip-flops and latches | 91 | 2330
placed cells by master (no fill, tap or decap), types with 11 or more instances in the layout:
cell / netlist / layout
a21oi_1: 26 / 26
and3_1: 16 / 16
clkdlybuf4s50_1: 0 / 34
dfrtp_1: 78 / 78
edfxtp_1: 11 / 11
ha_1: 40 / 40
inv_1: 27 / 27
nand2_1: 34 / 34
nand3_1: 22 / 22
nand4_1: 20 / 20
nor2_1: 88 / 88
nor3_1: 11 / 11
o21ai_0: 23 / 23
xnor2_1: 22 / 22
xor2_1: 29 / 29
worst min-delay path, stage by stage, from the launching register on:
cell and delay [ps]:
dfrtp_1 340, nor2_1 50, o21ai_0 60
stage by stage:
step                      hold WS [ps]  total power, mW
after floorplan                    453             1.21
after global placement             468             1.33
after detailed placement           480             1.34
after CTS                          495             1.91
after global routing               545             2.03
final                              489             1.89
path summary, 6_finish.rpt:
path                                           end           start  cells after the start  slack (ps)
worst min register to register            state[0]        state[3]                      2         490
max in group asynchronous       packet_counter[23]           rst_n                      2        3900
worst max register to register         EBR_Addr[5]     counter[11]                      7        3110
worst max-delay path             packet_counter[2]  mode_select[1]                     12        1710
worst min-delay path                      state[0]        state[3]                      2         490
min in group asynchronous               counter[0]           rst_n                      1         670
kinds of logic (layout without fill, tap and decap cells):
family / count (synthesis) / count (layout)
DFF: 91 / 91
muxes: 10 / 10
xor gates and xnor gates: 51 / 51
and+or+nand+nor: 233 / 233
adders and majority gates: 40 / 40
buffers and inverters: 42 / 83
AOI/OAI and AO/OA: 98 / 98
Power is estimated from default activity; no workload was simulated.
