## flow/config.mk

```make
export PLATFORM = sky130hd
export DESIGN_NAME = ByteReceiver
export DESIGN_NICKNAME = ByteReceiver
export VERILOG_FILES = /design/flow/design.v
export SDC_FILE = /design/flow/constraint.sdc
export NUM_CORES = 4
export LEC_CHECK = 1
export CORE_AREA = 10 10 103 103
export DIE_AREA = 0 0 113 113
```

## flow/constraint.sdc

```tcl
current_design ByteReceiver

set clk_period 5.0
set clk_io_pct 0.2

create_clock -name clk0 -period $clk_period [get_ports {clk}]

set non_clock_inputs [all_inputs -no_clocks]
set_input_delay [expr $clk_period * $clk_io_pct] -clock clk0 $non_clock_inputs
set_output_delay [expr $clk_period * $clk_io_pct] -clock clk0 [all_outputs]
```

## flow/design.v

```verilog
module EdgeDetector (
    input  wire clk,
    input  wire rst_n,
    input  wire signal_in,         
    input  wire edge_type,         
    output reg edge_pulse          
);
    reg sync_0, sync_1, sync_2;
    reg signal_prev;
    always @(posedge clk or negedge rst_n) begin
        if (!rst_n) begin
            sync_0       <= 1'b0;
            sync_1       <= 1'b0;
            sync_2       <= 1'b0;
            signal_prev  <= 1'b0;
            edge_pulse   <= 1'b0;
        end else begin
            sync_0 <= signal_in;
            sync_1 <= sync_0;
            sync_2 <= sync_1;
            signal_prev <= sync_2;
            if (edge_type) begin
                edge_pulse <= (sync_2 == 1'b1 && signal_prev == 1'b0);  
            end else begin
                edge_pulse <= (sync_2 == 1'b0 && signal_prev == 1'b1);  
            end
        end
    end
endmodule
module ByteReceiver #(
    parameter CLK_FREQ   = 20_000_000,
    parameter BAUD_RATE  = 250_000
)(
    input  wire clk,
    input  wire rst_n,
    input  wire start_receive,          
    input  wire DMX_Input_Signal,       
    output reg        byte_ready,       
    output reg [7:0]  received_byte
);
    localparam BIT_TIME       = CLK_FREQ / BAUD_RATE;
    localparam HALF_BIT_TIME  = BIT_TIME / 2;
    localparam IDLE              = 0,
               WAIT_HALF_BIT     = 1,
               DATA_BIT_SAMPLING = 2,
               STOP_BIT          = 3;
    reg [2:0]  state;
    reg [$clog2(BIT_TIME)-1:0] bit_timer;
    reg [3:0]  bit_index;
    reg [7:0]  shift_reg;
    wire start_bit_falling;
    EdgeDetector StartEdgeDetector (
        .clk(clk),
        .rst_n(rst_n),
        .signal_in(DMX_Input_Signal),
        .edge_type(1'b0),               
        .edge_pulse(start_bit_falling)  
    );
    always @(posedge clk or negedge rst_n) begin
        if (!rst_n) begin
            state         <= IDLE;
            bit_timer     <= 0;
            bit_index     <= 0;
            shift_reg     <= 0;
            received_byte <= 0;
            byte_ready    <= 0;
        end else begin
            byte_ready <= 0;    
            case (state)
                IDLE: begin
                    if (start_receive && start_bit_falling) begin
                        bit_timer <= HALF_BIT_TIME;
                        bit_index <= 0;
                        state     <= WAIT_HALF_BIT;
                    end
                end
                WAIT_HALF_BIT: begin
                    if (bit_timer > 0)
                        bit_timer <= bit_timer - 1;
                    else begin
                        bit_timer <= BIT_TIME;
                        state     <= DATA_BIT_SAMPLING;
                    end
                end
                DATA_BIT_SAMPLING: begin
                    if (bit_timer > 0)
                        bit_timer <= bit_timer - 1;
                    else begin
                        shift_reg <= {DMX_Input_Signal, shift_reg[7:1]};
                        bit_index <= bit_index + 1;
                        bit_timer <= BIT_TIME;
                        if (bit_index == 7) begin
                            received_byte <= {DMX_Input_Signal, shift_reg[7:1]};
                            state <= STOP_BIT;
                        end
                    end
                end
                STOP_BIT: begin
                    if (bit_timer > 0)
                        bit_timer <= bit_timer - 1;
                    else begin
                        if (DMX_Input_Signal == 1) begin
                            byte_ready <= 1;   
                        end
                        state <= IDLE;   
                    end
                end
            endcase
        end
    end
endmodule
```

## flow/run.sh

```bash
#!/bin/bash
# OpenROAD 26Q1-2900-gdf79404cd8, Yosys 0.63+post, stock flow scripts
make -C /OpenROAD-flow-scripts/flow DESIGN_CONFIG=/design/flow/config.mk WORK_HOME=/design/flow/orfs finish
```

==> results.sh <==
# yosys + openroad results
export IMPL_ctsResizeCount=0
export IMPL_synthesis_area_um2=1730
export IMPL_min_period_ns=2.36
export IMPL_edf_count=0
export IMPL_root_buffer="clkbuf_8"
export IMPL_setup_violations=0
export IMPL_slew_viol_final=0
export IMPL_maxClockFrequency_ghz=0.423
export IMPL_drt_initial_drc_count=35
export IMPL_initCoreUtil_pct=20.8
export IMPL_wl_per_cell_um=12.9
export IMPL_core_area_um2=8300
export IMPL_ys_seq_elements=36
export IMPL_drv_cap=0
export IMPL_avgSynthCellArea_um2=13.5
export IMPL_ios=13
export IMPL_antennaDiodeCount=0
export IMPL_port_buffers=12
export IMPL_critical_path_class="flop to flop"
export IMPL_arrival_ns=2.53
export IMPL_flop_cell="dfrtp_1"
export IMPL_ys_seq_share_pct=52.2
export IMPL_tns_ns=0
export IMPL_antenna_left=0
export IMPL_cts_tree="built"
export IMPL_slew_headroom_pct=51.3
export IMPL_grt_max_degree=37
export IMPL_hold_path_class="flop to flop"
export IMPL_drt_wl_total_um=3250
export IMPL_grt_pass1_vias=1125
export IMPL_cts_num_sinks=36
export IMPL_gp_congestion=0.846
export IMPL_finalHoldViolations=0
export IMPL_ys_warn_count=2
export IMPL_outcome="finished clean"
export IMPL_cts_setup_buffers=0
export IMPL_area_delta_synth_final_pct=19.3
export IMPL_yosys_cells=128
export IMPL_log_warning_count=26
export IMPL_num_rows=33
export IMPL_ir_drop_mv=0.178
export IMPL_worst_path_max_fanout=9
export IMPL_drtPass1Iterations=4
export IMPL_cts_hold_buffers_added=0
export IMPL_cts_max_path_buffers=2
export IMPL_drive_above_1_share_pct=26.7
export IMPL_clk_latency_ns=0.28
export IMPL_grt_use_total_pct=5.30
export IMPL_worst_pin_slew_ns=0.726
export IMPL_clk_pin_slew_ns=0.07
export IMPL_synthCells=128
export IMPL_cts_made_buffers=5
export IMPL_endpoint_kind="flop"
export IMPL_die_area_um2=12800
export IMPL_async_reset_ff_share_pct=100
export IMPL_yosys_area_um2=1730
export IMPL_placedCellCount=243
export IMPL_critPathLaunchType="flop"
export IMPL_largest_register_ffs=8
export IMPL_drcViolationCount=0
export IMPL_required_ns=5.17
export IMPL_rsz0062_at_grt="no"
export IMPL_fillers=845
export IMPL_p_leak_nw=0.942
export IMPL_synth_distinct_cells=48
export IMPL_die_h_um=113
export IMPL_stdcell_count=251
export IMPL_dp_hpwl_um=2260
export IMPL_p_per_area_nw_per_um2=436
export IMPL_die_width_um=113
export IMPL_post_route_period_util_pct=47.3
export IMPL_antenna_found_initial=0
export IMPL_vias=1056
export IMPL_via_per_inst=4.21
export IMPL_h_tree_depth=2
export IMPL_grt_pass1_wl_um=5740
export IMPL_grt_remaining_overflow=0
export IMPL_clock_skew_ns=0.00465
==> critical path, stage by stage (launching register included) <==
cell       delay, ns
dfrtp_1         0.38
inv_1           0.11
ha_1            0.19
nor2b_1         0.20
nand3_1         0.15
nand4bb_1       0.70
mux2_4          0.51
==> routing by layer <==
metal	global-route usage, %	up-vias	wire, um
met1	7.75	520	1620
li1	-	510	-
met3	1.66	4	208
met5	0	-	0
met2	7.49	22	1360
met4	1.18	0	62
==> cells in the mapped netlist (2+ instances only) <==
cell	instances	area [um^2]
o31ai_1	2	15.0
inv_1	4	15.0
a22o_1	5	43.8
nand2_1	6	22.5
nand3b_1	2	15.0
o21ai_0	3	15.0
nand3_1	4	20.0
a221oi_2	2	30.0
dfrtp_1	35	876
buf_6	2	22.5
nor2_1	5	18.8
ha_1	3	37.5
mux2_4	15	225
nand2b_1	2	12.5
a211oi_1	2	15.0
nor2b_1	2	12.5
a21boi_0	2	15.0
nor3_1	2	10.0
==> path summary, 6_finish.rpt <==
| check | start | cells past startpoint | slack [ns] | endpoint |
|---|---|---|---|---|
| max in group asynchronous | rst_n | 2 | 3.91 | state[0] |
| hold / removal | StartEdgeDetector.sync_0 | 0 | 0.35 | StartEdgeDetector.sync_1 |
| min in group asynchronous | rst_n | 2 | 0.75 | bit_timer[3] |
| setup reg to reg | bit_timer[0] | 6 | 2.64 | received_byte[7] |
| setup / recovery | bit_timer[0] | 6 | 2.64 | received_byte[7] |
| hold reg to reg | StartEdgeDetector.sync_0 | 0 | 0.35 | StartEdgeDetector.sync_1 |
==> logic make-up (layout without fill, tap and decap cells) <==
group | after synthesis | after routing | synth area share, %
adder cells (fa/ha/maj) | 3 | 3 | 2.17
flip-flops | 36 | 36 | 52.2
AND-OR/OR-AND | 26 | 26 | 12.7
multiplexers | 18 | 18 | 14.9
buffers and inverters | 7 | 25 | 2.46
AND/OR/NAND/NOR | 38 | 38 | 15.5
==> stage by stage <==
step | power (mW) | setup WS [ns] | area, um^2 | utilization [%] | hold WS [ns]
6_report | 0.899 | 2.64 | 2060 | 24.8 | 0.352
5_1_grt | 0.959 | 2.36 | 2060 | 24.8 | 0.371
4_1_cts | 0.909 | 2.54 | 2060 | 24.8 | 0.355
3_5_place_dp | 0.654 | 2.48 | 1950 | 23.5 | 0.335
3_3_place_gp | 0.650 | 2.49 | 1950 | 23.5 | 0.334
2_1_floorplan | 0.607 | 3.05 | 1730 | - | 0.331
==> layout by cell type (no fill, tap or decap), types with 3 or more instances in the layout <==
| master | n |
|---|---|
| clkbuf_8 | 5 |
| ha_1 | 3 |
| o21ai_0 | 3 |
| dfrtp_1 | 35 |
| mux2_4 | 15 |
| nor2_1 | 5 |
| inv_1 | 4 |
| nand3_1 | 4 |
| a22o_1 | 5 |
| clkdlybuf4s50_1 | 11 |
| nand2_1 | 6 |
==> layout make-up <==
cell class              count  area (um^2)  share of cell area (%)
flip-flops and latches     36          902                    43.8
multi-input cells          85          782                    37.9
clock buffers               6         72.6                    3.52
repair buffers             13          123                    5.95
inverters                   4         15.0                   0.729
clock inverters             2         35.0                    1.70
well taps                 105          131                    6.38
==> power breakdown <==
| part | internal, mW | total (mW) | switching [mW] |
|---|---|---|---|
| Sequential | 0.338 | 0.400 | 0.0617 |
| Clock | 0.148 | 0.248 | 0.101 |
| Combinational | 0.115 | 0.250 | 0.135 |
Power figures rest on the tool's default switching activity, not on a simulated workload.
