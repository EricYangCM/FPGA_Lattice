File: design/flow/design.v
module MABValidator #(
    parameter CLK_FREQ     = 20_000_000,
    parameter MAB_MIN_US   = 12,
    parameter MAB_MAX_US   = 100
)(
    input  wire clk,
    input  wire rst_n,
    input  wire signal_in,
    output reg  mab_valid    
);
    localparam integer MAB_MIN_CYCLES = (CLK_FREQ / 1_000_000) * MAB_MIN_US;
    localparam integer MAB_MAX_CYCLES = (CLK_FREQ / 1_000_000) * MAB_MAX_US;
    reg sync_0, sync_1, signal_prev;
    always @(posedge clk or negedge rst_n) begin
        if (!rst_n) begin
            sync_0 <= 1;
            sync_1 <= 1;
            signal_prev <= 1;
        end else begin
            sync_0      <= signal_in;
            sync_1      <= sync_0;
            signal_prev <= sync_1;
        end
    end
    wire signal_rising  = (signal_prev == 1'b0) && (sync_1 == 1'b1);
    wire signal_falling = (signal_prev == 1'b1) && (sync_1 == 1'b0);
    reg [31:0] mab_counter;
    reg        counting;
    always @(posedge clk or negedge rst_n) begin
        if (!rst_n) begin
            mab_counter <= 0;
            counting    <= 0;
            mab_valid   <= 0;
        end else begin
            mab_valid <= 0;
            if (signal_rising) begin
                counting <= 1;
                mab_counter <= 0;
            end else if (counting) begin
                if (sync_1 == 1'b1) begin
                    mab_counter <= mab_counter + 1;
                    if (mab_counter > MAB_MAX_CYCLES) begin
                        counting <= 0;   
                    end
                end else if (signal_falling) begin
                    if (mab_counter >= MAB_MIN_CYCLES && mab_counter <= MAB_MAX_CYCLES) begin
                        mab_valid <= 1;   
                    end
                    counting <= 0;
                end
            end
        end
    end
endmodule
File: design/flow/run.sh
#!/bin/bash
# OpenROAD 26Q1-2900-gdf79404cd8, Yosys 0.63+post, stock flow scripts
make -C /OpenROAD-flow-scripts/flow DESIGN_CONFIG=/design/flow/config.mk WORK_HOME=/design/flow/orfs finish
File: design/flow/config.mk
export PLATFORM = sky130hd
export DESIGN_NAME = MABValidator
export DESIGN_NICKNAME = MABValidator
export VERILOG_FILES = /design/flow/design.v
export SDC_FILE = /design/flow/constraint.sdc
export NUM_CORES = 4
export LEC_CHECK = 1
export CORE_UTILIZATION = 30
File: design/flow/constraint.sdc
current_design MABValidator

set clk_period 4.5
set clk_io_pct 0.2

create_clock -name clk0 -period $clk_period [get_ports {clk}]

set non_clock_inputs [all_inputs -no_clocks]
set_input_delay [expr $clk_period * $clk_io_pct] -clock clk0 $non_clock_inputs
set_output_delay [expr $clk_period * $clk_io_pct] -clock clk0 [all_outputs]
==> summary.rpt <==
=== SYNTHESIS / PLACE & ROUTE SUMMARY ===
----------------------------------------------------
[Status]
  Outcome ........................ finished clean

[CTS]
  Number of buffers added by the clock tree synthesis step ........................ 5
  Buffer type at the clock tree root ........................ sky130_fd_sc_hd__clkbuf_8
  Clk pin slew, worst setup/hold paths ........................ 0.08 ns
  CTS tree ........................ built
  Clock sinks ........................ 37
  Total setup buffers inserted after CTS ........................ 0
  Maximum count of clock buffers along a single path ........................ 2
  Post-cts repair resize count ........................ 0
  CTS Hold Bufs ........................ 0
  Insertion Delay late pin ........................ 0.29 ns
  CTS H-Tree Depth ........................ 2

[Detailed routing]
  Number of antenna diodes ........................ 0
  DRC errors left ........................ 0
  Detailed-route vias per instance ........................ 5.07
  TritonRoute pass-1 iters ........................ 4
  Antenna viol nets, final ........................ 0
  Wire length per cell ........................ 12.9 um
  Drt first-iter violations ........................ 101
  Total number of vias ........................ 1424
  Wire length reported by the detailed router ........................ 3620 um

[STA]
  Worst slew margin relative to its limit ........................ 0.657
  Crit path time final ........................ 2.08 ns
  Setup TNS Final ........................ 0 ns
  Post-route fraction of the period consumed by the critical path ........................ 0.462
  Total of endpoints with negative setup slack in the final report ........................ 0
  RSZ-0062 raised after global routing ........................ false
  Pin slew with the least headroom to its limit ........................ 0.514 ns
  Maximum frequency from static timing analysis ........................ 481 MHz
  Final-report max-slew violation count ........................ 0
  Setup Skew ........................ 0.0108 ns
  Hold violation count in the final report ........................ 0

[Power and ir drop]
  Leakage component of the power ........................ 0.935 nW
  Share of power burned in the clock network ........................ 0.426
  Worst supply voltage drop on vdd ........................ 131 uV
  Flop pwr share ........................ 0.521
  Power dissipated by switching net loads ........................ 0.150 mW
  Internal ........................ 0.515 mW
  Tot Pwr ........................ 0.665 mW
  Combinational share of power ........................ 0.052
  Fraction of power spent switching nets ........................ 0.225
  Power per standard cell area ........................ 312 nW/um2

[Synthesis]
  Post-synth seq share ........................ 0.489
  YS chip area ........................ 1900 um2
  Post-synthesis cell area ........................ 1900 um2
  Compound-gate portion of the synthesized area ........................ 0.0613
  Largest area contributor in the netlist ........................ sky130_fd_sc_hd__dfrtp_1
  Basic-gate share of the synthesized area counting and, or, nand and nor cells ........................ 0.308
  Flip-flops with a built-in enable ........................ 0
  Most instantiated library cell after synthesis ........................ sky130_fd_sc_hd__dfrtp_1
  Gate count after technology mapping ........................ 198
  Adder Share, Synth ........................ 0.0132
  Proportion of synthesized flip-flops having asynchronous set or reset ........................ 1.00
  Number of different library cells in the post-synthesis netlist ........................ 36
  Post-synthesis average cell area ........................ 9.59 um2
  Xor and xnor area share after synthesis ........................ 0.106
  Cell total in the yosys stat output ........................ 198
  Mux share ........................ 0
  Largest family of logic cells by area ........................ simple AND/OR/NAND/NOR gates
  Commonest cells post-synth ........................ 34 x sky130_fd_sc_hd__dfrtp_1, 27 x sky130_fd_sc_hd__nor2_1, 23 x sky130_fd_sc_hd__nand2_1
  Post-synth top area share ........................ 0.448
  Yosys Warn Count ........................ 1
  Predominant post-synthesis flop cell ........................ sky130_fd_sc_hd__dfrtp_1
  Flip-flop and latch count after synthesis ........................ 37
  Top cells by area in the synthesized netlist ........................ sky130_fd_sc_hd__dfrtp_1 45%, sky130_fd_sc_hd__xor2_1 8.8%, sky130_fd_sc_hd__nor2_1 5.3%

[Global route]
  Maximum number of pins on one net before global-route repair ........................ 38
  Number of global-route vias before repair ........................ 1488
  Antenna violations before repair ........................ 0
  Total routing usage reported by global routing ........................ 0.136
  Total congestion overflow after global routing ........................ 0
  First-pass GRT wire length ........................ 6900 um

[Floorplan]
  Number of primary I/O pins ........................ 4
  Starting density of the core ........................ 0.315
  Number of rows in the core area ........................ 28
  Chip width ........................ 81.6 um
  Die outline height ........................ 81.6 um
  Die ar. ........................ 6650 um2
  Area of the placeable core ........................ 6030 um2

[Setup path]
  Largest fanout on the critical path ........................ 11
  Cell-by-cell listing of the critical path ........................ nand2_1 > nor4_4 > nand4_4 > or3_1 > a21oi_1
  Bufs and invs on worst path ........................ 0
  Setup crit start kind ........................ flop
  Critical path class ........................ reg -> reg
  Slowest cell on crit path ........................ sky130_fd_sc_hd__dfstp_2
  Data arrival time of the critical path ........................ 2.29 ns
  Data required time of the critical path ........................ 4.72 ns
  Endpoint class of the critical path ........................ flop
  Crit-path max cell delay ........................ 0.62 ns
  Worst path top cell family by delay ........................ simple AND/OR/NAND/NOR gates
  R2R Setup Slk ........................ 2.42 ns

[Final layout]
  Share of final-layout standard cells stronger than drive strength 1 ........................ 0.112
  Layout area overhead ........................ 12.0%
  Post-Layout Cell Count ........................ 281

[Placement]
  Routability-driven placement congestion ratio ........................ 0.793
  Port Buf Inserts ........................ 3
  Number of instances in the placed design ........................ 273
  Final HPWL from detailed placement ........................ 2440 um

[Job]
  Total of max-cap violations ........................ 0
  Number of warning messages in the logs ........................ 26

[Worst hold path]
  Worst hold-check path type ........................ reg -> reg

----------------------------------------------------
==> metrics by stage <==
| step | cell area (um2) | utilization | worst slack, ns | hold WS, ns |
|---|---|---|---|---|
| floorplan | 1900 | - | 2.58 | 0.345 |
| global placement | 2020 | 0.335 | 2.44 | 0.350 |
| detailed placement | 2020 | 0.335 | 2.44 | 0.349 |
| CTS | 2130 | 0.353 | 2.42 | 0.346 |
| global route | 2130 | 0.353 | 2.28 | 0.344 |
| finish | 2130 | 0.353 | 2.42 | 0.350 |
==> worst paths after layout <==
kind                                         to    from  depth (start not counted)
worst max-delay path            mab_counter[31]  sync_1                          5
worst min register to register           sync_1  sync_0                          0
min in group asynchronous        mab_counter[5]   rst_n                          2
worst max register to register  mab_counter[31]  sync_1                          5
worst min-delay path                     sync_1  sync_0                          0
max in group asynchronous                sync_0   rst_n                          2
==> cell type report <==
class                      count  area [um2]
clock buffer                   6        72.6
clock inverter                 2        35.0
fill                         603        3900
inverter                       4        15.0
multi-input combinational    151         933
sequential                    37         930
tap                           75        93.8
timing repair buffer           6        47.5
==> sequential cells by signal (all words and copies together) (netlist names) <==
name         cells
mab_counter     32
counting         1
mab_valid        1
signal_prev      1
sync_0           1
sync_1           1
==> power groups by stage <==
stage / Clock (mW) / Sequential (mW) / Combinational, mW
5_1_grt: 0.302 / 0.348 / 0.0412
6_report: 0.283 / 0.347 / 0.0348
4_1_cts: 0.291 / 0.347 / 0.0357
==> metal layers <==
metal  vias to the layer above  share of wire  GRT usage
met4                         0          0.019     0.0193
met5                         -              0          0
li1                        708              -          -
met3                         7          0.032     0.0271
met2                        24           0.44      0.208
met1                       685           0.51      0.209
==> cell families (layout without fill, tap and decap cells) <==
family          Yosys count  in the layout
simple gates            105            105
fa+ha+maj                 2              2
compound gates           21             21
buf+inv                  10             18
flops                    37             37
xor+xnor                 23             23
==> layout by cell type, fill, tap and decap left out, types with 2 or more instances in the layout <==
master / instances
sky130_fd_sc_hd__nor3_1: 2
sky130_fd_sc_hd__ha_1: 2
sky130_fd_sc_hd__nand4_1: 11
sky130_fd_sc_hd__nand3_1: 11
sky130_fd_sc_hd__xor2_1: 19
sky130_fd_sc_hd__and2_1: 3
sky130_fd_sc_hd__inv_1: 4
sky130_fd_sc_hd__dfstp_2: 3
sky130_fd_sc_hd__clkbuf_8: 5
sky130_fd_sc_hd__or3_1: 5
sky130_fd_sc_hd__o21ai_0: 9
sky130_fd_sc_hd__nand2_1: 23
sky130_fd_sc_hd__and4_1: 2
sky130_fd_sc_hd__a21oi_1: 8
sky130_fd_sc_hd__and3_1: 5
sky130_fd_sc_hd__nor4_1: 4
sky130_fd_sc_hd__xnor2_1: 4
sky130_fd_sc_hd__dfrtp_1: 34
sky130_fd_sc_hd__nor2_1: 27
sky130_fd_sc_hd__buf_4: 3
sky130_fd_sc_hd__clkdlybuf4s50_1: 2
No activity file was given, so power comes from the tool's default toggle rates.
